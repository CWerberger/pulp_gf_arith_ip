`run.sh`:
```
#!/bin/bash
# OpenROAD 26Q1-2900-gdf79404cd8, Yosys 0.63+post, stock flow scripts
make -C /OpenROAD-flow-scripts/flow DESIGN_CONFIG=/design/flow/config.mk WORK_HOME=/design/flow/orfs finish
```
`config.mk`:
```
export PLATFORM = sky130hd
export DESIGN_NAME = gf_mult
export DESIGN_NICKNAME = gf_mult
export VERILOG_FILES = /design/flow/design.v
export SDC_FILE = /design/flow/constraint.sdc
export NUM_CORES = 4
export LEC_CHECK = 1
export CORE_AREA = 10 10 105 105
export DIE_AREA = 0 0 115 115
export SYNTH_HDL_FRONTEND = slang
```
`constraint.sdc`:
```
current_design gf_mult

set clk_period 2.0
set clk_io_pct 0.2

create_clock -name clk0 -period $clk_period [get_ports {clk_i}]

set non_clock_inputs [all_inputs -no_clocks]
set_input_delay [expr $clk_period * $clk_io_pct] -clock clk0 $non_clock_inputs
set_output_delay [expr $clk_period * $clk_io_pct] -clock clk0 [all_outputs]
```
`design.v`:
```
package gf_mult_reg_pkg;
  parameter int BlockAw = 5;
  typedef struct packed {
    logic [7:0]  q;
  } gf_mult_reg2hw_op_a_reg_t;
  typedef struct packed {
    logic [7:0]  q;
  } gf_mult_reg2hw_op_b_reg_t;
  typedef struct packed {
    logic [7:0]  q;
  } gf_mult_reg2hw_op_c_reg_t;
  typedef struct packed {
    logic        q;
    logic        qe;
  } gf_mult_reg2hw_ctrl1_reg_t;
  typedef struct packed {
    logic [1:0]  q;
  } gf_mult_reg2hw_ctrl2_reg_t;
  typedef struct packed {
    logic [7:0]  d;
  } gf_mult_hw2reg_result_reg_t;
  typedef struct packed {
    logic        d;
  } gf_mult_hw2reg_status_reg_t;
  typedef struct packed {
    gf_mult_reg2hw_op_a_reg_t op_a;  
    gf_mult_reg2hw_op_b_reg_t op_b;  
    gf_mult_reg2hw_op_c_reg_t op_c;  
    gf_mult_reg2hw_ctrl1_reg_t ctrl1;  
    gf_mult_reg2hw_ctrl2_reg_t ctrl2;  
  } gf_mult_reg2hw_t;
  typedef struct packed {
    gf_mult_hw2reg_result_reg_t result;  
    gf_mult_hw2reg_status_reg_t status;  
  } gf_mult_hw2reg_t;
  parameter logic [BlockAw-1:0] GF_MULT_OP_A_OFFSET = 5'h 0;
  parameter logic [BlockAw-1:0] GF_MULT_OP_B_OFFSET = 5'h 4;
  parameter logic [BlockAw-1:0] GF_MULT_OP_C_OFFSET = 5'h 8;
  parameter logic [BlockAw-1:0] GF_MULT_RESULT_OFFSET = 5'h c;
  parameter logic [BlockAw-1:0] GF_MULT_CTRL1_OFFSET = 5'h 10;
  parameter logic [BlockAw-1:0] GF_MULT_CTRL2_OFFSET = 5'h 14;
  parameter logic [BlockAw-1:0] GF_MULT_STATUS_OFFSET = 5'h 18;
  parameter logic [7:0] GF_MULT_RESULT_RESVAL = 8'h 0;
  parameter logic [0:0] GF_MULT_CTRL1_RESVAL = 1'h 0;
  parameter logic [0:0] GF_MULT_STATUS_RESVAL = 1'h 0;
  typedef enum int {
    GF_MULT_OP_A,
    GF_MULT_OP_B,
    GF_MULT_OP_C,
    GF_MULT_RESULT,
    GF_MULT_CTRL1,
    GF_MULT_CTRL2,
    GF_MULT_STATUS
  } gf_mult_id_e;
  parameter logic [3:0] GF_MULT_PERMIT [7] = '{
    4'b 0001,  
    4'b 0001,  
    4'b 0001,  
    4'b 0001,  
    4'b 0001,  
    4'b 0001,  
    4'b 0001   
  };
endpackage
package gf_mult_pkg;
    typedef enum logic      {IDLE         = 0,
                             PENDING      = 1} status_e;
endpackage : gf_mult_pkg
module gf_mult
    import gf_mult_pkg::status_e;
    #(
      localparam IO_WIDTH= 8,
      localparam pp_char = 29
    )(
     input logic                              clk_i,
     input logic                              rst_ni,
     input logic                              trigger_i,
     input logic [IO_WIDTH-1:0]               op_a_i,
     input logic [IO_WIDTH-1:0]               op_b_i,
     input logic [IO_WIDTH-1:0]               op_c_i,
     input logic [1:0]			              op_select_i,
     output logic [IO_WIDTH-1:0]              result_o,
     output 				      status_e status_o		 
     );
    status_e state_d, state_ff;
    logic [2*IO_WIDTH-1:0]            	result_d, result_ff;
    integer i,k;
    logic [2*IO_WIDTH-1:0]	     	temp;
    assign result_o		= result_ff;
    assign status_o		= state_ff;
    always_ff @(posedge clk_i, negedge rst_ni) begin
        if (!rst_ni) begin
            result_ff		<= '0;
            state_ff		<= gf_mult_pkg::IDLE;
        end else begin
            result_ff        	<= result_d;
            state_ff 		<= state_d;
        end
    end  
    always_comb begin
    result_d <= result_ff;
    temp     = 0;
        case (state_ff)
            gf_mult_pkg::IDLE: begin
                if (trigger_i) begin
                    state_d	<= gf_mult_pkg::PENDING;
		    result_d	<= '0;
                end else begin
                    state_d   <= gf_mult_pkg::IDLE;
                end
            end
           gf_mult_pkg::PENDING: begin
              state_d  <= gf_mult_pkg::IDLE;
		          if (op_select_i == 0) begin
		              	temp = op_a_i^ op_b_i;
			     end
   		 else if(op_select_i == 1) begin
			for (i = 0; i < 8; i++) begin
      			       if (op_b_i[i] == 1) begin
         			   temp ^= op_a_i << i;
     		   	       end
		            end
   		           for (k = 15; k > 7; k--) begin
      			       if (temp[k] == 1) begin
	    			        temp ^= pp_char << (k - 8);
     			       end
   		           end
		end
		else begin
			for (i = 0; i < 8; i++) begin
      			       if (op_b_i[i] == 1) begin
         			   temp ^= op_a_i << i;
     		   	       end
		            end
   		           for (k = 15; k > 7; k--) begin
      			       if (temp[k] == 1) begin
	    			        temp ^= pp_char << (k - 8);
     			       end
   		           end
			temp = op_c_i ^ temp ;
		end
    		 	result_d <= temp ; 
	end
	default: begin
                state_d      <=gf_mult_pkg::IDLE;
		        result_d     <= '0;
            end
       endcase
    end
    endmodule : gf_mult
```
==> impl_metrics.tcl <==
# flow metrics
set metrics [dict create \
    status "complete, but fails checks" \
    failed_checks "setup timing" \
    insertion_delay_ns 0.23 \
    cts_buffers 3 \
    syn_area_mm2 0.00163 \
    common_cells "nand2_1 (71), xnor2_1 (52), xor2_1 (19)" \
    io_buffers 37 \
    synth_flop_count 9 \
    cts_sinks 9 \
    ys_top_cells_by_area "xnor2_1 (28%), nand2_1 (16%), dfrtp_1 (14%)" \
    most_common_cell "nand2_1" \
    grt_overflow 0 \
    ys_area_mm2 0.00163 \
    finalWirelength_um 5130 \
    postSynthCellCount 206 \
    worst_slack_ns -0.0821 \
    preCtsSetupSlack_ns -0.762 \
    maxCapViolations 0 \
    yosysWarnings 0 \
    cp-end-kind "flip-flop" \
    fin_crit_sh 1.04 \
    grt_pass1_wl_um 8370 \
    cp-start-kind "primary input" \
    hp-class "in -> async" \
    top_area_frac 0.279 \
    power_mw 1.80 \
    edf_count 0 \
    path_class "in -> reg" \
    setup_violations 7 \
    chip_area_mm2 0.0132 \
    powerDensity_mw_per_mm2 676 \
    yosys_cells 206 \
    drv_slew 0 \
    core_area_mm2 0.00876 \
    num_vias 1549 \
    synth-async-reset-ratio 1.00 \
    via_per_inst 4.00 \
    crit_top_cell "buf_6" \
    io_pins 38 \
    post_synth_num_cell_types 25 \
    drt_iter0_markers 108 \
    ir_drop_uv 236 \
    tightest_slew_ns 0.552 \
    wl_per_cell_um 13.3 \
    tns_ns -0.261 \
    fp_util 0.186 \
    ctsLongestPathBuffers 2 \
    die_h_um 115 \
    synth_area_leader_cell "xnor2_1" \
    crit_chain "buf_6 -> buf_6 -> buf_6 -> buf_6 -> nand2_1 -> xor2_2 -> xnor2_2 -> xnor3_2 -> xor2_1 -> xnor2_1 -> o21ai_1" \
    cts_root_buf "clkbuf_8" \
    ant_nets 0 \
    layout-drive-gt1-share 0.345 \
    final_util 0.303 \
    cts_tree "done" \
    gp_congestion 0.916 \
    final.setup_skew_ns 0.00387 \
    critPathSlowestCell "xnor3_2" \
    core.rowCount 34 \
    hpwlAfterDp_um 4230 \
    syn_to_final_growth_pct 62.8 \
    fp.dieW_um 115 \
    power.leakage_nw 1.20 \
    min_period_ns 2.08 \
    grt_max_degree 13 \
    critPathTopFamily "XOR/XNOR gates" \
    dr.pass1.iters 4 \
    htree_levels 1 \
    crit_fanout 4 \
    fmaxAchievable_mhz 480 \
    slew-limit-headroom 0.631 \
    slowest_delay_ns 0.45 \
    worst-path-buf-inv 4 \
    grt_usage 0.0774 \
    synth_top_flop_cell "dfrtp_1" \
    grt_pass1_vias 1590 \
    hold_viol 0 \
    rsz0062_at_grt "yes" \
    syn_avg_cell_area_um2 7.93 \
    yosysSeqAreaShare 0.138 \
    warning_count 28 \
    worstPathArrival_ns 2.18 \
    drc 0 \
    cts.clk_slew.worst_paths_ns 0.04 \
    antenna_found_initial 1 \
    cp.required_ns 2.09 \
]
[report_power, final]
part,internal (mW),switching [mW]
sequential,0.245,0.0398
clock,0.138,0.0641
combinational,0.808,0.501
[state kept, by name, summed over array words and instances, names as in the netlist]
register / flops
status_o: 1
result_ff: 8
[per-layer routing]
layer  track usage  part of all wire  vias to the layer above
met1         0.107              0.46                      720
li1              -                 -                      781
met2         0.122              0.45                       44
met4       0.00743            0.0053                        0
met3        0.0227             0.081                        4
met5             0                 0                        -
[what timing repair did]
action / 4_1_cts / 5_1_grt
resized: 75 / 18
pin swaps: 28 / 10
hold buffers: 0 / 0
cloned: 0 / 0
endpoints found under the setup margin: 8 / 8
buffers inserted: 10 / 1
[logic make-up after synthesis]
kind of cell	count (synthesis)	synth area share
XOR/XNOR	81	0.520
AND/OR/NAND/NOR	80	0.193
buffers and inverters	17	0.0590
AND-OR/OR-AND	16	0.0674
flip-flops	9	0.138
adder cells (fa/ha/maj)	2	0.0153
multiplexers	1	0.00690
[per-stage QoR]
| stage | hold slack [ns] | instances | instance area, um2 |
|---|---|---|---|
| CTS | 0.468 | 385 | 2560 |
| finish | 0.459 | 387 | 2660 |
| global placement | 0.477 | 371 | 2360 |
| detailed placement | 0.474 | 371 | 2360 |
| floorplan | 0.104 | 206 | 1690 |
| global route | 0.495 | 387 | 2660 |
[path summary, 6_finish.rpt]
check | start | to | slack (ns) | cells after the start
setup / recovery | op_a_i[7] | result_ff[4] | -0.08 | 11
hold reg to reg | result_ff[2] | result_ff[2] | 0.48 | 2
min in group clk0 | result_ff[2] | result_ff[2] | 0.48 | 2
hold / removal | rst_ni | result_ff[3] | 0.46 | 1
setup reg to reg | status_o | result_ff[4] | 0.68 | 3
max in group asynchronous | rst_ni | result_ff[5] | 1.27 | 1
[cell usage in the layout (no fill, tap or decap)]
cell,n
mux2_4,1
clkbuf_2,1
xnor2_4,2
nand2b_4,1
ha_1,2
clkdlybuf4s15_2,5
a32oi_1,3
a32o_1,1
clkbuf_4,1
nand2_1,69
dlygate4sd2_1,3
xor2_2,5
nor2_1,3
a22o_1,3
clkbuf_1,1
buf_4,42
nand2_2,5
xnor2_2,13
o211ai_1,1
clkdlybuf4s50_1,21
o21ai_0,3
clkbuf_8,3
xnor3_2,2
xor3_2,1
diode_2,1
xnor3_1,5
xor2_4,1
xor2_1,14
buf_6,10
and2_4,1
o21ai_1,5
nor2b_1,1
xnor2_1,38
buf_8,1
buf_2,1
dfrtp_1,9
[layout make-up]
type	count	area (um2)
Tap cell	108	135
Timing Repair Buffer	85	753
Fill cell	881	6110
Antenna cell	1	2.50
Clock buffer	4	45.0
Sequential cell	9	225
Multi-Input combinational cell	180	1500
